`design/flow/design.v`:
```
`timescale 1ns / 1ps
module uart_rx
    #(parameter logic [15:0] wtime = 16'h2880, htime = 16'h1440)
    (
        input logic clk,
        input logic rx,
        input logic resetn,
        output logic [7:0] data,
        output logic valid
    );
    localparam logic [3:0] SLEEP = 4'b1111;
    localparam logic [3:0] RECEIVE_FIRSTDATA = 4'b0000;
    localparam logic [3:0] RECEIVE_LASTDATA  = 4'b1001;
    logic [3:0] state    = SLEEP;
    logic [19:0] counter = wtime;
    logic rx_latch = 1'b1;
    logic rx_data  = 1'b1;
    always_ff @(posedge clk) begin
        rx_latch <= rx;
        rx_data  <= rx_latch;
    end
    always_comb
        if (state == RECEIVE_LASTDATA && counter == 0) valid = 1'b1;
        else valid <= 1'b0;
    always_ff @(posedge clk) begin
        if(resetn) begin
            if (state < RECEIVE_LASTDATA && counter == 'd0) data <= {rx_data, data[7:1]};
        end else begin
            data <= 10'b0;
        end
    end 
    always_ff @(posedge clk) begin
        if (resetn) begin
            if (state == SLEEP && rx_data == 1'b0) state <= RECEIVE_FIRSTDATA;
            else if (state == RECEIVE_FIRSTDATA && counter == htime && rx_data != 1'b0) state <= SLEEP;
            else if (state == RECEIVE_FIRSTDATA && counter == htime && rx_data == 1'b0) state <= state + 1; 
            else if (state == RECEIVE_LASTDATA && counter == 0) state <= SLEEP;
            else if(state < RECEIVE_LASTDATA && counter == 0) state <= state + 1;
        end else begin
            state <= SLEEP;
        end
    end
    always_ff @(posedge clk) begin
        if (resetn) begin
            if (state == SLEEP) counter <= wtime;
            else if (state == RECEIVE_FIRSTDATA && counter == htime && rx_data == 1'b0) counter <= wtime;
            else if (~(|counter)) counter <= wtime;
            else counter <= counter - 1;
        end else begin
            counter <= wtime;
        end
    end
endmodule
module uart_tx
    #(parameter logic [15:0] wtime = 16'h2880)
    (
        input logic clk,
        input logic valid,
        input logic [7:0] data,
        input logic resetn,
        output logic ready,
        output logic tx
    );
    localparam logic [3:0] SLEEP = 4'b1111;
    localparam logic [3:0] SEND_FIRSTDATA = 4'b0000;
    localparam logic [3:0] SEND_LASTDATA  = 4'b1001;
    logic [9:0]  buff    = ~10'd0;
    logic [3:0]  state   = SLEEP;
    logic [19:0] counter = wtime;
    assign tx = buff[0];
    always_comb 
        if (state == SEND_LASTDATA && counter == 0) ready = 'b1;
        else ready = &state;
    always_ff @(posedge clk) begin
        if (resetn) begin
            if (valid & ready) buff <= {1'b1, data, 1'b0};
            else if (counter == 'd0) buff <= {1'b1, buff[9:1]};
        end else begin
            buff <= ~10'd0;
        end
    end
    always_ff @(posedge clk) begin
        if (resetn) begin
            if (valid & ready) state <= SEND_FIRSTDATA;
            else if (state == SEND_LASTDATA && counter == 0) state <= SLEEP;
            else if (state < SEND_LASTDATA && counter == 0) state <= state + 1;
        end else begin
            state <= SLEEP;
        end
    end
    always_ff @(posedge clk) begin
        if (resetn) begin
            if (valid & ready) counter <= wtime;
            else if (~(|counter)) counter <= wtime;
            else counter <= counter - 1;
        end else begin
            counter <= wtime;
        end
    end
endmodule
module echo
    (
        input logic [3:0] b,
        input logic sys_clock,
        input logic rx,
        output logic tx
    );
    logic valid;
    logic ready;
    logic [7:0] data;
    uart_rx #(.wtime(16'h365), .htime(16'h1b3)) RX (.clk(sys_clock), .rx(rx), .resetn(~b[0]), .data(data), .valid(valid));
    uart_tx #(.wtime(16'h365)) TX (.clk(sys_clock), .valid(valid), .data(data), .resetn(~b[0]), .ready(ready), .tx(tx));
endmodule
```
`design/flow/run.sh`:
```
#!/bin/bash
# OpenROAD 26Q1-2900-gdf79404cd8, Yosys 0.63+post, stock flow scripts
make -C /OpenROAD-flow-scripts/flow DESIGN_CONFIG=/design/flow/config.mk WORK_HOME=/design/flow/orfs finish
```
`design/flow/config.mk`:
```
export PLATFORM = sky130hd
export DESIGN_NAME = echo
export DESIGN_NICKNAME = echo
export VERILOG_FILES = /design/flow/design.v
export SDC_FILE = /design/flow/constraint.sdc
export NUM_CORES = 4
export LEC_CHECK = 1
export CORE_UTILIZATION = 50
```
`design/flow/constraint.sdc`:
```
current_design echo

set clk_period 5.5
set clk_io_pct 0.2

create_clock -name clk0 -period $clk_period [get_ports {sys_clock}]

set non_clock_inputs [all_inputs -no_clocks]
set_input_delay [expr $clk_period * $clk_io_pct] -clock clk0 $non_clock_inputs
set_output_delay [expr $clk_period * $clk_io_pct] -clock clk0 [all_outputs]
```
==> ci_impl_report.md <==
### Metrics collected by this job

| Metric | Value |
|---|---|
| Status | finished, final reports clean |
| CTS tree | yes |
| Post-CTS Setup Bufs | 0 |
| WS Path Type | reg2reg |
| Drt total wl | 6.01 mm |
| Via/cell ratio | 5.53 |
| Ant diodes | 0 |
| Initial DRC count | 83 |
| Top post-synthesis cells by count | dfxtp_1 (67), nor2_1 (55), nand2_1 (30), xnor2_1 (23), a21oi_1 (18) |
| Hold-fix buffer count after cts | 0 |
| Max_cap viols | 0 |
| CTS Root Cell | clkbuf_8 |
| Commonest flop | dfxtp_1 |
| EDFF count, synth | 0 |
| Fin area | 3530 um^2 |
| CP required | 5.71 ns |
| Ys cells | 374 |
| Post-synth regs | 67 |
| R2R Path End | TX.counter[12]$_SDFF_PP0_ |
| RSZ-0062 raised after global routing | no |
| Area growth, synth to finish | 8.33% |
| Max-slew violations | 0 |
| Synth warn | 2 |
| Via count | 2534 |
| Chip Area | 6850 um^2 |
| Minimum clock period | 2.78 ns |
| Hold worst-path end | RX.rx_data$_DFF_P_ |
| Core footprint | 6310 um^2 |
| Clock-pin slew on the worst setup and hold paths | 0.07 ns |
| Via count of the first global-routing pass | 2258 |
| GR Overflow Total | 0 |
| Yosys cell types | 51 |
| Share of layout cells above drive strength 1 | 0.0840 |
| Mean post-synth cell area | 8.71 um^2 |
| Die Wd | 82.7 um |
| Clock latency at the later pin of the worst-skew pair | 0.34 ns |
| Tool warnings | 35 |
| Sink Count | 67 |
| Top-count cell post-synth | dfxtp_1 |
| # H-tree levels | 3 |
| CTS Buffer Depth | 2 |
| Pwr Density | 287 nW/um^2 |
| Min-Delay Path Class | reg2reg |
| Worst Hold Launch | RX.rx_latch$_DFF_P_ |
| Synthesis area per yosys | 3260 um^2 |
| # setup viols final | 0 |
| DP Area | 3340 um^2 |
| Resized cells post-CTS | 0 |
| DRC viols | 0 |
| Max-Slew Margin vs Limit | 0.489 |
| Total Neg Setup Slack | 0 ns |
| Critical path startpoint | TX.counter[13]$_SDFF_PP0_ |
| First-pass iteration count of the detailed router | 4 |
| CP Capture Type | flip-flop |
| Die Ht | 82.7 um |
| Count of final hold-check violations | 0 |
| Seq/Total Area, Yosys | 0.412 |
| Hold path depth | 0 |
| CP arrival | 2.99 ns |
| Part of the cycle the worst path needs | 0.506 |
| R2R depth | 5 |
| FMAX | 359 MHz |
| Final GP Congestion | 0.807 |
| Mapped Area | 3260 um^2 |
| # port buffers | 3 |
| Layout Skew | 0.00713 ns |
| Internal reg-to-reg setup slack | 2.72 ns |
| Crit start category | flip-flop |
| Initial Utilization | 0.516 |
| R2R Path Start | TX.counter[13]$_SDFF_PP0_ |
| Crit-path max FO | 14 |
| Cell type with the largest total area | dfxtp_1 |
| Worst vdd ir | 222 uV |
| Global-route wire length before repair | 10.5 mm |
| Worst Max-Slew Pin Slew | 0.764 ns |
| Wire per inst | 13.1 um |
| Final HPWL DP | 4.15 mm |
| Row count | 29 |
| Largest net degree at the start of global routing | 30 |
| Post-synthesis async set-or-reset flop share | 0 |
| GR Util All Layers | 0.200 |
| DRT antenna net count | 0 |
| Initial antenna violation count | 0 |
| Total CTS buffers | 9 |
| Leak pwr | 0.00136 uW |
| Mapped Cells | 374 |
| Area leader share | 0.412 |
| Top cells by area | dfxtp_1 (41%), nor2_1 (6.3%), xnor2_1 (6.2%) |
| IO Pins | 7 |
[how the worst max path moves through the flow]
stage                            to  slack, ns  cells after the start
6_report  TX.counter[12]$_SDFF_PP0_       2.72                      5
4_1_cts   TX.counter[12]$_SDFF_PP0_       2.69                      5
5_1_grt   TX.counter[10]$_SDFF_PP0_       2.46                      5
[layer usage]
| layer | global-route usage | vias to the layer above | routed length [um] |
|---|---|---|---|
| met2 | 0.286 | 35 | 2460 |
| met1 | 0.317 | 1157 | 3180 |
| met4 | 0.0397 | 0 | 150 |
| li1 | - | 1327 | - |
| met3 | 0.0401 | 15 | 213 |
| met5 | 0 | - | 0 |
[placed cells by master, fill, tap and decap left out, drive strengths merged, types with 4 or more instances in the layout]
cell	synthesis	routed
dfxtp	67	67
nor2	56	56
nand2	30	30
xnor2	23	23
a21oi	18	18
nor3	17	17
mux2i	17	17
inv	14	14
clkbuf	6	13
nor4	12	12
ha	11	11
o21ai	11	11
nand3	10	10
a31o	7	7
xor2	6	6
or4	6	6
and3	5	5
nand2b	4	4
and4	4	4
or3	4	4
nand4	4	4
[stage by stage]
stage | setup slack (ns) | hold slack (ns) | total power (uW) | utilization | std cells
2_1_floorplan | 3.57 | 0.310 | 594 | - | 374
3_3_place_gp | 2.73 | 0.311 | 615 | 0.529 | 443
3_5_place_dp | 2.68 | 0.316 | 616 | 0.529 | 443
4_1_cts | 2.69 | 0.332 | 1030 | 0.559 | 458
5_1_grt | 2.46 | 0.338 | 1060 | 0.559 | 458
6_report | 2.72 | 0.330 | 1010 | 0.559 | 458
[sequential cells by signal, summed over array words and instances, names as in the netlist]
signal and count:
TX.state 4, RX.data 8, RX.rx_latch 1, RX.state 4, TX.counter 20, TX.buff 9, RX.rx_data 1, RX.counter 20
[power by group]
| part | internal, uW | switching [uW] |
|---|---|---|
| clock | 231 | 175 |
| combinational | 36.0 | 51.5 |
| sequential | 500 | 18.0 |
[critical path, stage by stage (launching register included)]
cell and delay [ns]:
dfxtp_1 0.34, or4_1 0.61, nor2_1 0.64, nand2_1 0.40, nand3_1 0.55, nor2_1 0.11
[cell type report]
class | instances | area, um^2
clock buffers | 13 | 159
clock inverters | 2 | 35.0
fillers | 588 | 2780
inverters | 14 | 52.6
multi-input cells | 279 | 1790
flip-flops and latches | 67 | 1340
well taps | 77 | 96.3
repair buffers | 6 | 52.6
[kinds of logic after synthesis]
family                     count (synthesis)  synth area share
and+or+nand+nor                          167             0.266
DFF                                       67             0.412
AOI/OAI and AO/OA                         54             0.108
xor gates and xnor gates                  29            0.0779
buffers and inverters                     28            0.0380
muxes                                     18            0.0557
adders and majority gates                 11            0.0422
Power figures rest on the tool's default switching activity, not on a simulated workload.
