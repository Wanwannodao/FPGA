==> design.v <==
`timescale 1ns / 1ps
module bram
    #(parameter logic DWIDTH='d8, AWIDTH='d8) 
    (
        input logic sys_clock,
        input logic we_0,
        input logic we_1,
        input logic [AWIDTH-1:0] addr_0,
        input logic [AWIDTH-1:0] addr_1,
        inout logic [DWIDTH-1:0] data_0,
        inout logic [DWIDTH-1:0] data_1,
        input logic oe_0,
        input logic oe_1
    );
    localparam logic DEPTH = 1 << AWIDTH;
    logic [DWIDTH-1:0] d_0, d_1;
    logic [DWIDTH-1:0] mem [0:DEPTH-1];
    assign data_0 = (oe_0 && !we_0) ? d_0 : 'bz;
    assign data_1 = (oe_1 && !we_1) ? d_1 : 'bz;
    always_ff @(posedge sys_clock) begin
        if (we_0) mem[addr_0] <= data_0;
        if (we_1) mem[addr_1] <= data_1;
    end
    always_ff @(posedge sys_clock) begin
        if (oe_0 && !we_0) d_0 <= mem[addr_0];
        if (oe_1 && !we_1) d_1 <= mem[addr_1];
    end
    integer i;
    initial begin
        for(i=0; i<DEPTH; ++i) begin
            mem[i] = 'b0;
        end
    end
endmodule
==> run.sh <==
#!/bin/bash
# OpenROAD 26Q1-2900-gdf79404cd8, Yosys 0.63+post, stock flow scripts
make -C /OpenROAD-flow-scripts/flow DESIGN_CONFIG=/design/flow/config.mk WORK_HOME=/design/flow/orfs finish
==> config.mk <==
export PLATFORM = sky130hd
export DESIGN_NAME = bram
export DESIGN_NICKNAME = bram
export VERILOG_FILES = /design/flow/design.v
export SDC_FILE = /design/flow/constraint.sdc
export NUM_CORES = 4
export LEC_CHECK = 1
export CORE_AREA = 10 10 70 70
export DIE_AREA = 0 0 80 80
==> constraint.sdc <==
current_design bram

set clk_period 1.4
set clk_io_pct 0.2

create_clock -name clk0 -period $clk_period [get_ports {sys_clock}]

set non_clock_inputs [all_inputs -no_clocks]
set_input_delay [expr $clk_period * $clk_io_pct] -clock clk0 $non_clock_inputs
set_output_delay [expr $clk_period * $clk_io_pct] -clock clk0 [all_outputs]
==> run notes <==
Item: results of the latest flow run.

- After synthesis the cells add up to 229 µm².
- The H-tree depth is 1.
- The post-synthesis instance total is 11.
- The tool reported: "[error] [KeplerFormal.cpp:679] Workflow failed: Iso has multiple drivers: .data_00, data_0[0]$_DFFE_PP_.Q0".
- At the end of routability-driven placement, the weighted congestion stood at 0.691.
- The post-cts resize count is 0.
- The last stage the flow got to is clock tree synthesis.
- In this run the post-CTS setup repair buffer count came out at 0.
- The average instance in the mapped netlist occupies 20.8 µm².
- The number of placed I/O pins is 13.
- For this design, the sink count on the clock tree is 6.
- The run stopped with a tool error.
- Looking at the clock tree report, the maximum root-to-sink buffer count equals 2.
- Before placement the cells fill 6.70% of the core.
- For reference, the placement row count at floorplan is 21.
- The die is 80 µm wide.
- Counting distinct cell types in the post-synthesis netlist gives 4.
- The number of placed cells counting well taps is approximately 61.
- The warning tally printed by Yosys for this design is 3.
- The number of hold buffers added after cts is 0.
- The worst slack after detailed placement is -0.0610 ns.
- After synthesis, the design contains 11 cells according to Yosys.
- The synthesis stat section lists a flop and latch total of 6.
- The count of buffers from port buffering is 4.
- Looking at the clock tree report, the root buffer type is sky130_fd_sc_hd__clkbuf_4.
- The synthesized netlist has a Yosys-reported chip area of about 230 µm².
- The y dimension of the die is 80 µm.
- The CTS report gives the tree buffer count as 3.
- After detailed placement, the total cell area comes to between 300 and 400 µm².
- The sequential element share of the synthesized area is 78.7%.
-- Yosys cell counts --
master                     n  area [µm²]
sky130_fd_sc_hd__or2_1     1        6.26
sky130_fd_sc_hd__edfxtp_1  6         180
sky130_fd_sc_hd__mux2_4    2        30.0
sky130_fd_sc_hd__nor2b_1   2        12.5
-- cells by family after synthesis --
group	after synthesis	synth area share (%)
flip-flops	6	78.7
AND/OR/NAND/NOR	3	8.20
multiplexers	2	13.1
-- metrics by stage --
stage / power [mW] / hold WS, ns
floorplan: 0.229 / 0.421
global placement: 0.247 / 0.424
detailed placement: 0.248 / 0.432
Power is estimated from default activity; no workload was simulated.
